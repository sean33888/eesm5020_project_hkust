File: /design/flow/config.mk
export PLATFORM = sky130hd
export DESIGN_NAME = hybrid_chaotic_encryption
export DESIGN_NICKNAME = hybrid_chaotic_encryption
export VERILOG_FILES = /design/flow/design.v
export SDC_FILE = /design/flow/constraint.sdc
export NUM_CORES = 4
export LEC_CHECK = 1
export CORE_UTILIZATION = 50
File: /design/flow/constraint.sdc
current_design hybrid_chaotic_encryption

set clk_period 68.1
set clk_io_pct 0.2

create_clock -name clk0 -period $clk_period [get_ports {clk}]

set non_clock_inputs [all_inputs -no_clocks]
set_input_delay [expr $clk_period * $clk_io_pct] -clock clk0 $non_clock_inputs
set_output_delay [expr $clk_period * $clk_io_pct] -clock clk0 [all_outputs]
File: /design/flow/design.v
module data_control #(
    parameter DATA_WIDTH = 12,
    parameter OUT_WIDTH = 8
)(
    input wire clk,
    input wire rst_n,
    input wire [DATA_WIDTH-1:0] y0,
    input wire done,
    input wire [DATA_WIDTH-1:0] key_out,
    input wire plaintext_valid,
    input wire [OUT_WIDTH-1:0] plaintext_in,  
    output wire [OUT_WIDTH-1:0] plaintext_out,
    output wire [DATA_WIDTH-1:0] data_key_out,
    output reg [1:0] instruction,
    output wire [DATA_WIDTH-1:0] key_in,
    output wire valid
);
    assign key_in = y0;
    assign valid = plaintext_valid && done;
    assign plaintext_out = valid ? plaintext_in : {OUT_WIDTH{1'b0}};
    assign data_key_out = valid ? key_out : {DATA_WIDTH{1'b0}};
    always @(posedge clk) begin
        if (!rst_n) begin
            instruction <= 2'b0;
        end else begin
            instruction <= 2'b01;
            if(valid)begin
                instruction <= 2'b10;
            end
        end
    end
endmodule
module hybrid_chaotic_encryption #(
    parameter INPUT_WIDTH = 8,  
    parameter DATA_WIDTH = 12
)(
    input wire clk,
    input wire rst_n,
    input wire [INPUT_WIDTH-1:0] plaintext,
    input wire key_valid_in,
    input wire plaintext_valid_in,
    input wire [INPUT_WIDTH * 4 + 1:0] key,  
    output wire [INPUT_WIDTH-1:0] ciphertext,
    output wire ciphertext_valid
);
    wire [1:0] precision_sel, instruction;
    wire [INPUT_WIDTH-1:0] plaintext_in, plaintext_out;
    wire [DATA_WIDTH-1:0] mu, alpha, y0, k, key_in_out, key_out, data_key_out;
    parameter_extraction #(
        .DATA_WIDTH(INPUT_WIDTH),
        .OUT_WIDTH(DATA_WIDTH)
    ) para_extract 
    (
        .clk(clk), .rst_n(rst_n), .key(key), .plaintext_in(plaintext),
        .key_valid_in(key_valid_in), .plaintext_valid_in(plaintext_valid_in),
        .precision_sel(precision_sel), .plaintext_valid_out(plaintext_valid_out),
        .plaintext_out(plaintext_in), .mu(mu), .alpha(alpha),
        .y0(y0), .k(k), .key_valid_out(key_valid_out)
    );
    data_control #(
        .DATA_WIDTH(DATA_WIDTH)
    )  data_ctrl (
        .clk(clk),
        .rst_n(rst_n),
        .y0(y0),
        .done(done),
        .key_out(key_out),
        .plaintext_valid(plaintext_valid_out),
        .plaintext_in(plaintext_in),
        .plaintext_out(plaintext_out),
        .data_key_out(data_key_out),
        .instruction(instruction),
        .key_in(key_in_out),
        .valid(valid)
    );
    random_sequence_generator #(
        .DATA_WIDTH(DATA_WIDTH)
    )   ran_seq_gen (
        .clk(clk),
        .rst_n(rst_n),
        .mu(mu),
        .alpha(alpha),
        .key_in(key_in_out),
        .k(k),
        .instruction(instruction),
        .precision_sel(precision_sel),
        .key_out(key_out),
        .done(done)
    );
    xor_module #(
        .DATA_WIDTH(DATA_WIDTH)
    )   xor_mod (
        .clk(clk),
        .rst_n(rst_n),
        .plaintext(plaintext_out),
        .key_out(data_key_out),
        .valid(valid),
        .ciphertext(ciphertext),
        .ciphertext_valid(ciphertext_valid)
    );
endmodule
module keystream_control #(
    parameter DATA_WIDTH = 12
)(
    input wire clk,
    input wire rst_n,
    input wire done1, 
    input wire done2, 
    input wire done3,  
    input wire [1:0] instruction,
    input wire [DATA_WIDTH-1:0] k,
    input wire [DATA_WIDTH-1:0] key_in,
    input wire [DATA_WIDTH-1:0] logistic_key_out,
    output reg [1:0] order,
    output wire [DATA_WIDTH-1:0] tent50,
    output wire [DATA_WIDTH-1:0] tent,
    output reg flag1,
    output reg [DATA_WIDTH-1:0] key2,
    output reg flag2,
    output reg [DATA_WIDTH-1:0] key_out,    
    output reg done               
);
    localparam tent50_map = 2'b00,
           logistic_map = 2'b01,
           tent_map = 2'b10,
           final_flag = 2'b11;
    reg [1:0] state;
    assign tent50 = key_in;
    assign tent = logistic_key_out;
    always @(posedge clk) begin
        if (!rst_n) begin
            order <= 2'b0;
            flag1 <= 0;
            key2 <= 12'b0;
            flag2 <= 0;
            key_out <= 12'b0;
            done <= 0;
            state <= 2'b0;
        end else begin
            case (state)
                tent50_map: begin
                    if(instruction == 2'b01)begin
                        flag1 <= 1;
                    end
                    if(done1 == 1)begin
                        state <= logistic_map;
                    end
                end
                logistic_map: begin
                    key2 <= k;  
                    order <= instruction;
                    if(done2 == 1)begin
                        state <= tent_map;
                    end
                end
                tent_map: begin
                    flag2 <= 1;
                    if(done3 == 1)begin
                        state <= final_flag;
                    end
                end
                final_flag: begin
                    if(done2 == 1)begin
                        key_out <= logistic_key_out;
                        done <= 1;
                        flag1 <= 0;
                        flag2 <= 0;
                        state <= tent50_map;  
                    end
                end
            endcase
        end
    end
endmodule
module logistic_map_core #(
    parameter DATA_WIDTH = 12
)(
    input wire clk,   
    input wire rst_n,                
    input wire start,                 
    input wire [DATA_WIDTH-1:0] key2,  
    input wire [DATA_WIDTH-1:0] key1,  
    input wire [DATA_WIDTH-1:0] mu,    
    input wire [1:0] precision_sel,   
    input wire [1:0] order,           
    output reg [DATA_WIDTH-1:0] keyout,  
    output reg done2                   
);
    reg [DATA_WIDTH-1:0] x_current;    
    reg [6:0] iter_count;   
    reg [1:0] state;                   
    wire [DATA_WIDTH-1:0] one_minus_x;
    wire [DATA_WIDTH*3-1:0] next_x;     
    assign one_minus_x = (1 << DATA_WIDTH) - x_current;  
    assign next_x = mu * x_current * one_minus_x;
    localparam IDLE = 2'b00,
               INIT = 2'b01,
               COMPUTE = 2'b10,
               DONE = 2'b11;
    always @(posedge clk) begin
        if (!rst_n) begin
                state <= IDLE;
                keyout <= 12'b0;
                done2 <= 0;
                x_current <= 12'b0;
                iter_count <= 6'b0;
            end else begin
                case (state)
                    IDLE: begin
                        if (start) begin
                            state <= INIT;
                            done2 <= 0;
                        end
                    end
                    INIT: begin
                        x_current <= key1;  
                        iter_count <= 0;
                        state <= COMPUTE;
                    end
                    COMPUTE: begin
                        if (iter_count < key2) begin
                            x_current <= (next_x[DATA_WIDTH*3-4:DATA_WIDTH*2-4] == 0) ?	
                                            {{DATA_WIDTH-1{1'b0}}, {1'b1}} :
                                            next_x[DATA_WIDTH*3-4:DATA_WIDTH*2-4];  
                            iter_count <= iter_count + 1;
                        end else begin
                            keyout <= next_x[DATA_WIDTH*3-1:DATA_WIDTH*2];
                            state <= DONE;
                        end
                    end
                    DONE: begin
                            state <= IDLE;
                            done2 <= 1;
                    end
                endcase
            end
    end
endmodule
module parameter_extraction #(
    parameter DATA_WIDTH = 8,
    parameter OUT_WIDTH = 12
)(
    input wire clk,
    input wire rst_n,
    input wire [DATA_WIDTH*4+1:0] key,  
    input wire [DATA_WIDTH-1:0] plaintext_in, 
    input wire key_valid_in,
    input wire plaintext_valid_in,
    output reg [1:0] precision_sel,
    output reg plaintext_valid_out,
    output reg [DATA_WIDTH-1:0] plaintext_out,
    output reg [OUT_WIDTH-1:0] mu, alpha, y0, k,
    output reg key_valid_out
);
    reg [OUT_WIDTH-1:0] temp;
    always @(posedge clk or negedge rst_n) begin
        if (!rst_n) begin
            key_valid_out <= 0;
            plaintext_valid_out <= 0;
            plaintext_out <= {DATA_WIDTH{1'b0}};  
            mu <= {OUT_WIDTH{1'b0}};             
            alpha <= {OUT_WIDTH{1'b0}};          
            y0 <= {OUT_WIDTH{1'b0}};             
            k <= {OUT_WIDTH{1'b0}};              
            precision_sel <= 2'b00;
        end else begin
            if (key_valid_in) begin
                mu <= 12'h723 + temp;  
                alpha <= 12'b001100110011 + {{(OUT_WIDTH-DATA_WIDTH){1'b0}}, key[2*DATA_WIDTH-1:DATA_WIDTH]};  
                y0 <= {key[3*DATA_WIDTH-1:2*DATA_WIDTH], {(OUT_WIDTH-DATA_WIDTH){1'b0}}};  
                k <= {{(OUT_WIDTH-DATA_WIDTH){1'b0}}, key[4*DATA_WIDTH-1:3*DATA_WIDTH]};
                precision_sel <= key[4*DATA_WIDTH+1:4*DATA_WIDTH];
                key_valid_out <= 1;
            end else begin
                key_valid_out <= 0;
            end
            if (plaintext_valid_in) begin
                plaintext_out[DATA_WIDTH-1:0] <= plaintext_in[DATA_WIDTH-1:0];
                plaintext_valid_out <= 1;
            end else begin
                plaintext_valid_out <= 0;
            end         
            if (y0 == {OUT_WIDTH{1'b0}}) begin
                y0 <= {{(OUT_WIDTH-1){1'b0}}, 1'b1};  
            end
            if ({{(OUT_WIDTH-DATA_WIDTH){1'b0}}, key[DATA_WIDTH-1:0]} > 12'hdc) begin
                temp <= 12'hdc;
            end else begin
                temp <= {{(OUT_WIDTH-DATA_WIDTH){1'b0}}, key[DATA_WIDTH-1:0]};
            end
            if (alpha == {OUT_WIDTH{1'b0}}) begin
                alpha <= {{(OUT_WIDTH-1){1'b0}}, 1'b1};  
            end   
        end
    end
endmodule
module random_sequence_generator #(
    parameter DATA_WIDTH = 12
)(
    input wire clk,
    input wire rst_n,
    input wire [DATA_WIDTH-1:0] mu, alpha, key_in,k,
    input wire [1:0] instruction,
    input wire [1:0] precision_sel,
    output reg [DATA_WIDTH-1:0] key_out,
    output reg done
);
    wire [1:0] order;
    wire [DATA_WIDTH-1:0] logistic_key_out, keystream_key_out, tent50, tent, key1, key2, key3;  
    wire keystream_done;  
    tent50_map_core tent50_core (
        .clk(clk),
        .rst_n(rst_n),
        .flag1(flag1),  
        .tent50(tent50),
        .alpha(alpha),
        .precision_sel(precision_sel),
        .key1(key1),
        .done1(done1)
    );
    logistic_map_core logistic_core(
        .clk(clk),
        .rst_n(rst_n),
        .start(done1),
        .key2(key2),
        .key1(key1),
        .mu(mu),
        .precision_sel(precision_sel),
        .order(order),
        .keyout(logistic_key_out),
        .done2(done2)
    );
    tent_map_core tent_core(
        .clk(clk),
        .rst_n(rst_n),
        .flag2(flag2),  
        .tent(tent),
        .alpha(alpha),
        .precision_sel(precision_sel),
        .key3(key3),
        .done3(done3)
    );
    keystream_control keystream (
        .clk(clk), .rst_n(rst_n), .done1(done1), .done2(done2), .done3(done3),
        .instruction(instruction), .k(k), .key_in(key_in), .logistic_key_out(logistic_key_out),
        .order(order), .tent50(tent50), .tent(tent), .flag1(flag1), .key2(key2),
        .flag2(flag2), .key_out(keystream_key_out), .done(keystream_done)
    );
    always @(posedge clk) begin
        if (!rst_n) begin
            key_out <= 12'b0;
            done <= 0;
        end else begin
            key_out <= keystream_key_out;
            done <= keystream_done;
        end
    end
endmodule
module tent50_map_core #(
    parameter DATA_WIDTH = 12
)(
    input wire clk,
    input wire rst_n,
    input wire flag1,
    input wire [DATA_WIDTH-1:0] tent50,
    input wire [DATA_WIDTH-1:0] alpha,
    input wire [1:0] precision_sel,
    output reg [DATA_WIDTH-1:0] key1,
    output reg done1
);
    reg start;
    reg [DATA_WIDTH-1:0] y_current;
    reg [5:0] iter_count;  
    wire [DATA_WIDTH-1:0] one_minus_y, one_minus_alpha, div1, div2;
    wire [DATA_WIDTH-1:0] y_nxt;
    assign y_nxt = (y_current == alpha) ? {~y_current[DATA_WIDTH-1:DATA_WIDTH-2], y_current[DATA_WIDTH-3:2], ~y_current[1:0]} : y_current;
    assign one_minus_y = ~y_nxt + 1;
    assign one_minus_alpha = ~alpha + 1;
    assign div1 = {y_nxt, {(DATA_WIDTH){1'b0}}} / alpha;
    assign div2 = {one_minus_y, {(DATA_WIDTH){1'b0}}} / one_minus_alpha;
    always @(posedge clk) begin
        if (!rst_n) begin
            start <= 0;
            y_current <= 12'b0;
            key1 <= 12'b0;
            done1 <= 0;
            iter_count <= 6'b0;
        end else begin
            if (!flag1) begin
                key1 <= 0;
                y_current <= 0;
                iter_count <= 0;
                done1 <= 0;
                start <= 0;
            end else if(iter_count == 0 && start == 0)begin
                y_current <= tent50;
                start <= 1;
                done1 <= 0;
            end else if (iter_count < 50) begin
                y_current <= (y_nxt < alpha) ? div1 : div2;
                iter_count <= iter_count + 1;
                done1 <= 0;
            end else begin
                key1 <= y_current;
                done1 <= 1;
            end
        end
    end
endmodule
module tent_map_core #(
    parameter DATA_WIDTH = 12
)(
    input wire clk,
    input wire rst_n,
    input wire flag2,
    input wire [DATA_WIDTH-1:0] tent,
    input wire [DATA_WIDTH-1:0] alpha,
    input wire [1:0] precision_sel,
    output reg [DATA_WIDTH-1:0] key3,
    output reg done3
);
    reg start;
    reg [DATA_WIDTH-1:0] y_current;
    wire [DATA_WIDTH-1:0] one_minus_y, one_minus_alpha, div1, div2;
    assign one_minus_y = ~y_current + 1;
    assign one_minus_alpha = ~alpha + 1;
    assign div1 = {y_current, {(DATA_WIDTH){1'b0}}} / alpha;
    assign div2 = {one_minus_y, {(DATA_WIDTH){1'b0}}} / one_minus_alpha;
    always @(posedge clk) begin
        if (!rst_n) begin
            start <= 0;
            y_current <= 12'b0;
            key3 <= 12'b0;
            done3 <= 0;
        end else begin
            if (!flag2) begin
                key3 <= 0;
                y_current <= 0;
                done3 <= 0;
                start <= 0;
            end else if(start == 0)begin
                y_current <= tent;
                start <= 1;
                done3 <= 0;
            end else begin
                key3 <= (y_current < alpha) ? div1 : div2;
                done3 <= 1;
            end
        end
    end
endmodule
module xor_module #(
    parameter DATA_WIDTH = 12,
    parameter OUT_WIDTH = 8
)(
    input wire clk,
    input wire rst_n,
    input wire [OUT_WIDTH-1:0] plaintext,
    input wire [DATA_WIDTH-1:0] key_out,
    input wire valid,
    output reg [OUT_WIDTH-1:0] ciphertext,
    output reg ciphertext_valid
);
    wire [DATA_WIDTH-1:0] binary_seq;
    always @(posedge clk or negedge rst_n) begin
        if (!rst_n) begin
            ciphertext <= 0;
            ciphertext_valid <= 0;
        end else if (valid) begin
            ciphertext <= plaintext ^ key_out[OUT_WIDTH-1:0];
            ciphertext_valid <= 1'b1;
        end else begin
            ciphertext <= 0;
            ciphertext_valid <= 1'b0;
        end
    end
endmodule
File: /design/flow/run.sh
#!/bin/bash
# OpenROAD 26Q1-2900-gdf79404cd8, Yosys 0.63+post, stock flow scripts
make -C /OpenROAD-flow-scripts/flow DESIGN_CONFIG=/design/flow/config.mk WORK_HOME=/design/flow/orfs finish
==> flow_metrics.env <==
# flow metrics
export IMPL_outcome="complete, no violations"
export IMPL_placeableCoreArea_sq_um=64800
export IMPL_finalMaxSlewViolations=0
export IMPL_grt_overflow_total=0
export IMPL_die_size_y_um=259
export IMPL_n_antenna_cell=0
export IMPL_place_hpwl_um=67800
export IMPL_route_final_wire_length_um=84500
export IMPL_path_clk_slew_ns=0.07
export IMPL_detail_route_antenna_nets=0
export IMPL_wl_per_cell_um=16.8
export IMPL_clockRootBuffer="clkbuf_16"
export IMPL_fin_worst_skew_ns=0.0155
export IMPL_critical_path_max_stage_delay_ns=0.57
export IMPL_yosys_warnings=17
export IMPL_areaGrowthSynthToFinish_pct=7.87
export IMPL_max_cap_viols=0
export IMPL_placement_rows=93
export IMPL_crit_path_end="ran_seq_gen.tent50_core.y_current[0]"
export IMPL_via_count=28200
export IMPL_drt_drc_violations_left=0
export IMPL_r2r_end="ran_seq_gen.tent50_core.y_current[0]"
export IMPL_synth_flops=165
export IMPL_ys_dominant_reg_cell="dfxtp_1"
export IMPL_count_of_flip_flops_with_a_built_in_enable_after_synthesis=8
export IMPL_utilization_pct=55.0
export IMPL_critPathKind="reg2reg"
export IMPL_ys_async_sr_fraction_pct=35.2
export IMPL_grt_usage_pct=26.6
export IMPL_crit_required_ns=68.35
export IMPL_worstSkewPairLatency_ns=0.43
export IMPL_finalWorstPathRequiredPeriod_ns=62.72
export IMPL_io_buffers=52
export IMPL_chip_area_sq_um=67100
export IMPL_setup_viol=0
export IMPL_gp_congestion=0.921
export IMPL_floorplan_core_util_pct=51.0
export IMPL_post_cts_hold_buffer_count=0
export IMPL_postSynthAreaPerCell_sq_um=8.01
export IMPL_worst_r2r_startpoint="para_extract.alpha[4]"
export IMPL_cp_max_fo=33
export IMPL_cp_start_kind="register"
export IMPL_cell_total_in_the_yosys_stat_output=4126
export IMPL_hold_ws_ns=0.456
export IMPL_mappedNetlistArea_sq_um=33000
export IMPL_grt_first_pass_wirelength_um=139000
export IMPL_seq_area_frac_synth_pct=11.1
export IMPL_crit_top_cell="o21ai_0"
export IMPL_dp_worst_setup_slack_ns=2.23
export IMPL_timing_slew_headroom_pct=43.5
export IMPL_clock_sinks=165
export IMPL_period_used_pct=92.1
export IMPL_grt_antenna_before_repair=5
export IMPL_synth_cells=4126
export IMPL_die_x_size_um=259
export IMPL_netlist_cell_type_count=119
export IMPL_pin_count=55
export IMPL_stage_log_warnings=31
export IMPL_drive_above_1_share_pct=7.81
export IMPL_setup_tns_final_ns=0
export IMPL_final_hold_violation_count=0
export IMPL_fmax_mhz=15.9
export IMPL_crit_path_start="para_extract.alpha[4]"
export IMPL_grt_start_max_net_pins=69
export IMPL_firstDrtPassIters=7
export IMPL_detail_route_iter0_violations=1347
export IMPL_slew_at_the_pin_closest_to_its_max_slew_limit_ns=0.824
export IMPL_timing_final_ws_setup_ns=5.38
export IMPL_critPathSlowestCell="or4_4"
export IMPL_tritoncts_clock_tree="built"
export IMPL_worst_endpoint_arrival_ns=62.97
export IMPL_ys_area_sq_um=33000
export IMPL_via_density_per_instance=5.62
export IMPL_class_of_the_tightest_hold_or_removal_check="reg2reg"
export IMPL_r2r_cells=301
export IMPL_num_cts_buffers=17
export IMPL_cts_htree_levels=4
export IMPL_timing_critical_path_to_type="register"
export IMPL_first_global_vias=27500
export IMPL_maximum_root_to_sink_buffer_count=2
export IMPL_reg2reg_setup_slack_ns=5.38
-- worst min path at each step --
stage / start / endpoint / slack (ns) / cells past startpoint
4_1_cts: ran_seq_gen.tent50_core.key1[5] / ran_seq_gen.tent50_core.key1[5] / 0.46 / 2
5_1_grt: ran_seq_gen.tent50_core.key1[5] / ran_seq_gen.tent50_core.key1[5] / 0.48 / 2
6_report: ran_seq_gen.tent50_core.key1[5] / ran_seq_gen.tent50_core.key1[5] / 0.46 / 2
-- synthesized netlist by cell type, drive strengths merged, types with 63 or more instances --
library cell,n,share of area [%]
a21o,94,2.1
a21oi,228,3.5
and2,143,2.7
clkbuf,123,1.4
dfxtp,99,6.0
fa,318,19
ha,353,13
inv,438,5.0
mux2,75,2.6
nand2,558,6.4
nand2b,76,1.4
nand3,64,0.98
nor2,311,3.6
nor3,84,1.3
o21a,63,1.4
o21ai,176,2.7
xnor2,163,4.3
xor2,68,1.8
-- cell families (layout without fill, tap and decap cells) --
logic type / Yosys count / count (layout) / share of synthesized area (%)
buffers and inverters: 582 / 616 / 6.68
AND/OR/NAND/NOR: 1484 / 1484 / 21.9
multiplexers: 125 / 125 / 4.07
XOR/XNOR: 231 / 231 / 6.15
flip-flops: 165 / 165 / 11.1
AND-OR/OR-AND: 868 / 868 / 17.4
adder cells (fa/ha/maj): 671 / 671 / 32.6
-- per-stage QoR --
stage	instances	instance area [sq um]
2_1_floorplan	4126	33000
3_5_place_dp	4980	34800
4_1_cts	5012	35500
6_report	5015	35600
5_1_grt	5015	35600
3_3_place_gp	4980	34800
-- layout make-up --
cell class / instances / area (sq um)
Clock buffer: 18 / 450
Clock inverter: 14 / 174
Fill cell: 6086 / 29200
Inverter: 439 / 1650
Multi-Input combinational cell: 3379 / 27400
Sequential cell: 165 / 3670
Tap cell: 855 / 1070
Timing Repair Buffer: 145 / 1210
-- placed cells by master (no fill, tap or decap), types with 50 or more instances in the layout --
cell type / count
nand2_1: 553
inv_1: 438
ha_1: 352
fa_1: 318
nor2_1: 302
a21oi_1: 225
o21ai_0: 162
xnor2_1: 153
and2_1: 140
dfxtp_1: 99
a21o_1: 94
buf_4: 94
nor3_1: 80
nand2b_1: 76
mux2_2: 74
xor2_1: 65
o21a_1: 62
nand3_1: 61
dfrtp_1: 57
nor2b_1: 52
mux2i_1: 50
clkdlybuf4s50_1: 50
-- state kept, by name, summed over array words and instances, names as in the netlist, 4 cells and up --
name and count:
para_extract.mu 12, ran_seq_gen.logistic_core.x_current 12, ran_seq_gen.tent50_core.key1 12, ran_seq_gen.tent50_core.y_current 12, para_extract.alpha 11, para_extract.y0 9
para_extract.k 8, para_extract.plaintext_out 8, para_extract.temp 8, ran_seq_gen.key_out 8, ran_seq_gen.keystream.key2 8, ran_seq_gen.keystream.key_out 8
ran_seq_gen.logistic_core.keyout 8, xor_mod.ciphertext 8, ran_seq_gen.logistic_core.iter_count 7, ran_seq_gen.tent50_core.iter_count 6, ran_seq_gen.keystream.state 4, ran_seq_gen.logistic_core.state 4
-- worst max-delay path, delay by kind of cell (launching register included) --
kind	cells	cell delay, ns
xor+xnor	1	0.30
simple gates	109	21.50
flops	1	0.52
compound gates	144	26.72
fa+ha+maj	26	7.93
buf+inv	11	2.31
mux	10	3.10
-- what timing repair did --
item	in CTS	in global routing
buffers inserted	0	3
endpoints found under the setup margin	0	2
resized	0	38
-- layer usage --
metal / global-route usage, % / wire (um)
met1: 38.0 / 38900
met2: 44.1 / 39600
met3: 5.50 / 4840
met4: 2.89 / 1050
met5: 0 / 58
